[design/flow/design.v]
`timescale 1 ns/100 ps
module hc280(data_in, sigma_even, sigma_odd);
	input [8:0] data_in;
	output sigma_even, sigma_odd;
	reg sigma_even, sigma_odd;
	specify
		(data_in *> sigma_even, sigma_odd) = (20,23);
	endspecify
	always @(data_in) begin
		sigma_even = ~^data_in;
		sigma_odd = ^data_in;
	end
endmodule
module receive(clk, data_in, data_out, data_valid);
	input clk;				 
	input[9:0] data_in;		 
	output[8:0] data_out;	 
	output data_valid;		 
	wire[8:0] data_out;
	wire data_valid;
	wire odd_in;			 
	wire odd, even;			 
	register_10bit U4(clk, data_in, {odd_in, data_out});
	hc280 U5(data_out, even, odd);
	xnor U6(data_valid, odd, odd_in);
endmodule
module register_10bit(clk, d_in, q_out);
	input clk; 
	input [9:0] d_in;
	output[9:0] q_out;
	reg[9:0] q_out;
	always @(posedge clk) begin
		q_out = d_in;
	end
endmodule
[design/flow/run.sh]
#!/bin/bash
# OpenROAD 26Q1-2900-gdf79404cd8, Yosys 0.63+post, stock flow scripts
make -C /OpenROAD-flow-scripts/flow DESIGN_CONFIG=/design/flow/config.mk WORK_HOME=/design/flow/orfs finish
[design/flow/config.mk]
export PLATFORM = sky130hd
export DESIGN_NAME = receive
export DESIGN_NICKNAME = receive
export VERILOG_FILES = /design/flow/design.v
export SDC_FILE = /design/flow/constraint.sdc
export NUM_CORES = 4
export LEC_CHECK = 1
export CORE_AREA = 10 10 70 70
export DIE_AREA = 0 0 80 80
[design/flow/constraint.sdc]
current_design receive

set clk_period 1.5
set clk_io_pct 0.2

create_clock -name clk0 -period $clk_period [get_ports {clk}]

set non_clock_inputs [all_inputs -no_clocks]
set_input_delay [expr $clk_period * $clk_io_pct] -clock clk0 $non_clock_inputs
set_output_delay [expr $clk_period * $clk_io_pct] -clock clk0 [all_outputs]
==> impl_metrics.py <==
# Metrics from the implementation run
metrics = {
    "finish": {
        "largest_reg_flops": 10,
        "layout-drive-gt1-share_pct": 37.8,
        "syn2layout_area_growth_pct": 119,
    },
    "floorplan": {
        "row_count": 21,
        "io_pins": 21,
        "fp_util_pct": 8.32,
        "dieArea_sq_mm": 0.00640,
        "core_area_sq_mm": 0.00342,
        "dieHeight_um": 80,
        "die_w_um": 80,
    },
    "routing": {
        "drt-met1-wl_um": 328,
        "drt_iter0_drc": 2,
        "routed_via_density": 2.32,
        "drc": 0,
        "wire_per_inst_um": 8.41,
        "diodes": 0,
        "ant_nets": 0,
        "num_vias": 211,
        "highest_layer": "met3",
        "wl_met2_um": 163,
        "drtPass1Iterations": 2,
        "wl_um": 765,
        "wl_met3_um": 273,
    },
    "critical_path": {
        "worstPathMaxFanout": 2,
        "crit_required_ns": 1.20,
        "endpoint": "data_valid",
        "crit_start": "U4.q_out[5]$_DFF_P_",
        "crit_type": "flip-flop to output pin",
        "cp.arrival_ns": 1.40,
        "startpoint_type": "flip-flop",
        "crit_path_end_kind": "output pin",
    },
    "sta": {
        "grt_setup_unrepaired": "yes",
        "maxSlewHeadroom_pct": 84.6,
        "setup_viol": 1,
        "fin_tns_setup_ns": -0.198,
        "finalClockPeriodUsage_pct": 113,
        "min_period_ns": 1.70,
        "hold_viol": 0,
        "slew_viol_final": 0,
        "setup_ws_ns": -0.198,
        "worst_pin_slew_ns": 0.229,
        "fmax_mhz": 589,
    },
    "place": {
        "place.gp.congestion": 0.774,
        "post-place-ws_ns": -0.352,
        "io_buffer_count": 20,
    },
    "logic_synthesis": {
        "synth_area_sq_um": 284,
        "top_logic_kind": "XOR/XNOR gates",
        "synthFlopType": "dfxtp_1",
        "synthCells": 18,
        "ys_warn_count": 2,
        "fa_ha_area_share_pct": 0,
        "netlist.area_leader.share_pct": 70.5,
        "ys_cells": 18,
        "synth-seq-area-share_pct": 70.5,
        "aoi_share_pct": 0,
        "xor_share_pct": 29.5,
        "top_cell": "dfxtp_1",
        "mux_area_share_pct": 0,
        "simple_gate_share_pct": 0,
        "yosysTopAreaCell": "dfxtp_1",
        "synth-seq-cells": 10,
        "area_leaders": "dfxtp_1 70%, xnor2_1 19%, xnor3_1 7.9%, xor2_1 3.1%",
        "edf_count": 0,
        "yosys_area_sq_um": 284,
        "avgSynthCellArea_sq_um": 15.8,
        "ys_types": 4,
        "async_flop_share_pct": 0,
        "common_cells": "10 x dfxtp_1, 6 x xnor2_1, 1 x xnor3_1, 1 x xor2_1",
    },
    "power_and_ir_drop": {
        "p_per_area_mw_per_mm2": 1030,
        "vdd_drop_max_uv": 387,
        "leakagePower_uw": 0.000251,
    },
    "global_routing": {
        "grt-ovfl-total": 0,
        "grt_use_total_pct": 2.28,
        "antenna_found_initial": 0,
        "grt_max_degree": 7,
        "grt_pass1_wl_mm": 1.04,
        "grt_pass1_vias": 214,
    },
    "hold_path": {
        "worstHoldPathType": "input pin to flip-flop",
    },
    "cts": {
        "cts_tree": "done",
        "cts_inserted_buffers": 3,
        "htree_levels": 1,
        "clkTransAtPathRegs_ns": 0.07,
        "cts.sinks": 10,
        "cts_setup_buffers": 0,
        "cts.root.buffer_cell": "clkbuf_4",
        "cts_max_path_buffers": 2,
    },
    "run": {
        "log.warning_count": 27,
        "max-cap-violations": 0,
    },
    "status": {
        "status": "finished, violations left",
        "violations": "setup timing",
    },
}
-- power breakdown --
| part | internal (uW) | switching (uW) | leakage, uW |
|---|---|---|---|
| clock | 147 | 87.0 | 0.0000210 |
| combinational | 90.2 | 23.1 | 0.000145 |
| sequential | 282 | 10.4 | 0.0000844 |
| total | 519 | 120 | 0.000251 |
-- cells by family after synthesis --
family / after synthesis
flops: 10
xor+xnor: 8
-- stage by stage --
stage	util, %	instances	hold WS [ns]	cell area [sq um]	total power [uW]
2_1_floorplan	-	18	0.328	284	333
3_3_place_gp	16.5	87	0.750	564	421
3_5_place_dp	16.5	87	0.752	564	422
4_1_cts	17.9	91	0.464	613	655
5_1_grt	18.2	91	0.448	622	680
6_report	18.2	91	0.472	622	640
-- area by class of cell --
| type | instances | area [sq um] |
|---|---|---|
| Clock buffer | 4 | 36.3 |
| Fill cell | 385 | 2790 |
| Multi-Input combinational cell | 8 | 98.8 |
| Sequential cell | 10 | 209 |
| Tap cell | 46 | 57.6 |
| Timing Repair Buffer | 23 | 220 |
-- how the worst min path moves through the flow --
stage	start	end	slack, ns	cells after the start
CTS	data_in[5]	U4.q_out[5]$_DFF_P_	0.46	1
global route	data_in[5]	U4.q_out[5]$_DFF_P_	0.45	1
finish	data_in[5]	U4.q_out[5]$_DFF_P_	0.47	1
-- worst max-delay path: stages (launching register included) --
cell and delay, ns:
dfxtp_2 0.33, xor2_1 0.14, xnor3_1 0.42, xnor2_1 0.14, buf_2 0.11
-- metal layers --
layer  vias to the layer above  global-route usage, %
li1                        110                      -
met1                        77                   2.57
met2                        24                   1.85
met3                         0                   4.09
met4                         0                  0.176
met5                         -                      0
-- cells in the final DEF (no fill, tap or decap) --
master,count
buf_4,3
dfxtp_1,3
clkbuf_4,3
buf_2,1
dfxtp_2,7
dlymetal6s2s_1,1
xnor2_2,2
xnor3_1,1
xor2_1,1
clkbuf_8,1
xnor2_1,4
clkdlybuf4s50_1,18
-- timing repair --
action	4_1_cts	5_1_grt
cloned	0	0
gates resized	7	6
hold buffers	0	0
pin swaps	3	2
endpoints found under the setup margin	1	4
hold endpoints to repair	0	0
Power is estimated from default activity; no workload was simulated.
